==> design.v <==
module adder_tree
#(
    parameter   n_stage = 5      
)
(
    input   [(2**(n_stage+1)-1):0]  wx,
    output  [(n_stage+1):0]         y_out
);
    genvar i, j;
    generate
    for (i = 0; i < n_stage; i = i+1) begin : connection
        wire [(i+2):0] sum [(2**(n_stage-1-i)-1):0];  
    end
    for (j = 0; j < 2**(n_stage-1); j = j+1) begin : first_stage
        nbit_adder_with_sign_extend #(2) adder (
            .A(wx[(4*j+1):(4*j+0)]),
            .B(wx[(4*j+3):(4*j+2)]),
            .S(connection[0].sum[j])
        );
    end
    for (i = 1; i < n_stage; i = i+1) begin : stage_loop
        for (j = 0; j < 2**(n_stage-1-i); j = j+1) begin : stage
            nbit_adder_with_sign_extend #(i+2) adder (
                .A(connection[i-1].sum[2*j+0]),
                .B(connection[i-1].sum[2*j+1]),
                .S(connection[i].sum[j])
            );
        end
    end
    assign y_out = connection[n_stage-1].sum[0];
    endgenerate
endmodule
module decay_potential #(parameter n_stage = 10) (
    input [(n_stage+1):0] u,
    input [2:0] shift,
    output [(n_stage+1):0] beta_u
);
    wire [(n_stage+1):0] gamma_u, not_gamma_u, Cout;
    assign gamma_u = (shift == 3'b001) ? u >> 1 :
                     (shift == 3'b010) ? u >> 2 :
                     (shift == 3'b011) ? u >> 3 :
                     (shift == 3'b100) ? u >> 4 :
                     (shift == 3'b101) ? u >> 5 :
                     (shift == 3'b110) ? u >> 6 :
                     (shift == 3'b111) ? u >> 7 :
                     0;  
    assign beta_u = u - gamma_u;
endmodule
module mem_potential_acc #(parameter n_stage = 6) (
    input [(n_stage+1):0] beta_u,
    input [(n_stage+1):0] sum_wx,
    input [(n_stage+1):0] minus_teta,
    input was_spike,
    output [(n_stage+1):0] u_out
);
    wire [(n_stage+2):0] accumulated_potential, reset_membrane;
    nbit_adder #(n_stage+2) Adder_1 (
        .A(beta_u),
        .B(sum_wx),
        .S(accumulated_potential)
    );
    nbit_adder #(n_stage+2) Adder_2 (
        .A(accumulated_potential[(n_stage+1):0]),
        .B(minus_teta),
        .S(reset_membrane)
    );
    assign u_out = (was_spike ?
        reset_membrane[(n_stage+1):0] :
        accumulated_potential[(n_stage+1):0]);
endmodule
module multiplier (
    input xi,
    input wi,
    output [1:0] y
);
    assign y[0] = xi;
    assign y[1] = xi & (~wi);
endmodule
module mulplier_accumulator #(parameter n_stage = 6) (
    input [(2**n_stage)-1:0] w,
    input [(2**n_stage)-1:0] x,
    output [(n_stage+1):0] y_out
);
    wire [(2*(2**n_stage))-1:0] mult_out;
    multiplier_stage #(n_stage) mult_uut (
        .w(w),
        .x(x),
        .mult_out(mult_out)
    );
    adder_tree #(n_stage) adder_uut (
        .wx(mult_out),
        .y_out(y_out)
    );
endmodule
module multiplier_stage #(parameter n_stage = 5) (
    input [(2**n_stage)-1:0] w,
    input [(2**n_stage)-1:0] x,
    output [(2*(2**n_stage))-1:0] mult_out
);
    genvar i;
    generate
        for (i=0; i<(2**n_stage); i=i+1) begin : mult_i
            multiplier multiplier_uut (
                .xi(x[i]),
                .wi(w[i]),
                .y(mult_out[2*i+1:2*i])
            );
        end
    endgenerate
endmodule
module nbit_adder #(
    parameter n = 4
)
(
    input [(n-1):0] A,
    input [(n-1):0] B,
    output [n:0] S
);
    assign S = A + B;
endmodule
module nbit_adder_with_sign_extend #(
    parameter n = 4
)
(
    input [(n-1):0] A,
    input [(n-1):0] B,
    output [n:0] S
);
    assign S =  $signed(A + B);
endmodule
module neuron #(parameter n_stage = 2) (
    input wire [((2**n_stage)-1):0] w,
    input wire [((2**n_stage)-1):0] x,
    input wire [2:0] shift,
    input wire [(n_stage+1):0] previus_u,
    input wire [(n_stage+1):0] minus_teta,
    input wire was_spike,
    output wire [(n_stage+1):0] u_out,
    output wire is_spike
);
    wire [(n_stage+1):0] y_out;
    wire [(n_stage+1):0] beta_u;
    wire [(n_stage+1):0] u_out_temp;
    mulplier_accumulator #(n_stage) multiplier_accumulator_uut (
        .w(w),
        .x(x),
        .y_out(y_out)
    );
    decay_potential #(n_stage) decay_potential_uut (
        .u(previus_u),
        .shift(shift),
        .beta_u(beta_u)
    );
    mem_potential_acc #(n_stage) mem_potential_acc_uut (
        .beta_u(beta_u),
        .sum_wx(y_out),
        .minus_teta(minus_teta),
        .was_spike(was_spike),
        .u_out(u_out_temp)
    );
    spike_generator #(n_stage) spike_generator_uut (
        .u(u_out_temp),
        .minus_teta(minus_teta),
        .is_spike(is_spike)
    );
    assign u_out = u_out_temp;
endmodule
module spike_generator #(parameter n_stage = 2) (
    input [(n_stage+1):0] u,
    input [(n_stage+1):0] minus_teta,
    output is_spike
);
    wire [(n_stage+2):0] s_out;
    nbit_adder #(n_stage+2) Adder_1 (
        .A(u),
        .B(minus_teta),
        .S(s_out)
    );
    assign is_spike = s_out[(n_stage+2)];
endmodule
==> run.sh <==
#!/bin/bash
# OpenROAD 26Q1-2900-gdf79404cd8, Yosys 0.63+post, stock flow scripts
make -C /OpenROAD-flow-scripts/flow DESIGN_CONFIG=/design/flow/config.mk WORK_HOME=/design/flow/orfs finish
==> config.mk <==
export PLATFORM = sky130hd
export DESIGN_NAME = neuron
export DESIGN_NICKNAME = neuron
export VERILOG_FILES = /design/flow/design.v
export SDC_FILE = /design/flow/constraint.sdc
export NUM_CORES = 4
export LEC_CHECK = 1
export CORE_AREA = 10 10 71 71
export DIE_AREA = 0 0 81 81
==> constraint.sdc <==
current_design neuron

set clk_period 7.0
set clk_io_pct 0.2

create_clock -name clk0 -period $clk_period

set non_clock_inputs [all_inputs -no_clocks]
set_input_delay [expr $clk_period * $clk_io_pct] -clock clk0 $non_clock_inputs
set_output_delay [expr $clk_period * $clk_io_pct] -clock clk0 [all_outputs]
==> qor.json <==
{
  "yosys_chip_area": {"value": 577, "unit": "µm²"},
  "worstHoldPathType": {"value": "input pin to output pin"},
  "synth_cell_type_count": {"value": 18},
  "post-synth-top-count-cell": {"value": "sky130_fd_sc_hd__ha_1"},
  "finalHoldWorstSlack": {"value": 3.72, "unit": "ns"},
  "crit_path_start": {"value": "x[3]"},
  "die_y_extent": {"value": 81, "unit": "µm"},
  "grt_start_max_net_pins": {"value": 8},
  "syn-cell-area": {"value": 577, "unit": "µm²"},
  "ir_drop": {"value": 0.106, "unit": "mV"},
  "hp-start": {"value": "minus_teta[3]"},
  "chipArea": {"value": 6560, "unit": "µm²"},
  "synthesis.area_per_instance": {"value": 8.36, "unit": "µm²"},
  "worst-path-buf-inv": {"value": 5},
  "timing.critical_path.depth": {"value": 18},
  "netlist.top_cell.by_area": {"value": "sky130_fd_sc_hd__ha_1"},
  "hold_viol_final": {"value": 0},
  "dp.final_hpwl": {"value": 1220, "unit": "µm"},
  "syn_inst": {"value": 69},
  "cellPowerDensity": {"value": 285, "unit": "nW/µm²"},
  "synth.cells.most_frequent": {"value": "13 x sky130_fd_sc_hd__ha_1, 12 x sky130_fd_sc_hd__inv_1, 9 x sky130_fd_sc_hd__xnor2_1"},
  "layout-drive-gt1-share": {"value": 26.7, "unit": "%"},
  "min_path_cells": {"value": 4},
  "grt_antenna_before_repair": {"value": 0},
  "drt-pass1-iter-count": {"value": 4},
  "cts.hold.buffers_added": {"value": 0},
  "grt_pass1_vias": {"value": 555},
  "p_total": {"value": 287, "unit": "µW"},
  "synth.top_cell.area_share": {"value": 28.2, "unit": "%"},
  "ioPinCount": {"value": 25},
  "yosys_cells": {"value": 69},
  "num_vias": {"value": 549},
  "warning_count": {"value": 32},
  "shortest_period_the_worst_path_allows": {"value": 6.75, "unit": "ns"},
  "fp.coreArea": {"value": 3630, "unit": "µm²"},
  "sequential_cell_area": {"value": 0, "unit": "µm²"},
  "std_cell_rows": {"value": 22},
  "number_of_remaining_drc_errors": {"value": 0},
  "p_leak": {"value": 0.492, "unit": "nW"},
  "clkbuf_count": {"value": 0},
  "cp_max_fo": {"value": 2},
  "outcome": {"value": "finished clean"},
  "viasPerCell": {"value": 3.68},
  "insertedDiodeCount": {"value": 0},
  "worst_path_largest_cell_delay": {"value": 0.57, "unit": "ns"},
  "grt.total_usage": {"value": 4.15, "unit": "%"},
  "gp_congestion": {"value": 0.743},
  "ant_nets": {"value": 0},
  "setup_total_negative_slack": {"value": 0, "unit": "ns"},
  "layoutNonFillerInstCount": {"value": 149},
  "startpoint_kind_of_the_worst_setup_timing_path": {"value": "input pin"},
  "critical_path.most_common_cell": {"value": "sky130_fd_sc_hd__fa_1"},
  "kind_of_capture_point_of_the_worst_setup_path": {"value": "output pin"},
  "cp.required": {"value": 5.60, "unit": "ns"},
  "worst_path_dominant_cell_family": {"value": "adder cells"},
  "flop-count": {"value": 0},
  "drv_slew": {"value": 0},
  "critical_setup_path_class": {"value": "input pin to output pin"},
  "top_cells_by_area_synth": {"value": "sky130_fd_sc_hd__ha_1 28%, sky130_fd_sc_hd__fa_1 17%, sky130_fd_sc_hd__xnor2_1 14%, sky130_fd_sc_hd__inv_1 7.8%, sky130_fd_sc_hd__a21o_1 5.2%"},
  "die_width": {"value": 81, "unit": "µm"},
  "io_buffers": {"value": 25},
  "post-place-cells": {"value": 145},
  "grt_overflow": {"value": 0},
  "finalSetupViolations": {"value": 0},
  "cp.arrival": {"value": 5.35, "unit": "ns"},
  "yosys_warnings": {"value": 1},
  "grt_pass1_wl": {"value": 2370, "unit": "µm"},
  "initCoreUtil": {"value": 15.9, "unit": "%"},
  "crit_path_cell_trace": {"value": "buf_4 -> nor2b_4 -> xnor2_2 -> xnor2_2 -> fa_1 -> inv_1 -> fa_1 -> inv_2 -> fa_1 -> inv_2 -> fa_1 -> nand2_1 -> o21ai_2 -> ha_1 -> a31o_1 -> a21o_1 -> a21o_1 -> clkdlybuf4s15_1"},
  "worst-slew-pin-transition": {"value": 0.327, "unit": "ns"},
  "drt-total-wl": {"value": 1350, "unit": "µm"},
  "critPathSlowestCell": {"value": "sky130_fd_sc_hd__fa_1"},
  "achievable-frequency": {"value": 148, "unit": "MHz"},
  "timing.max_cap.violations": {"value": 0},
  "max_slew_margin": {"value": 77.9, "unit": "%"},
  "share_of_the_cycle_needed_by_the_critical_path_after_routing": {"value": 96.5, "unit": "%"},
  "routedWlPerCell": {"value": 9.08, "unit": "µm"},
  "areaGrowthSynthToFinish": {"value": 74.6, "unit": "%"},
  "rsz0062_at_grt": {"value": "false"},
  "postSynthSeqShare": {"value": 0, "unit": "%"},
  "drt_iter0_markers": {"value": 7}
}
==> metrics by stage <==
stage               area (µm²)  setup WS (ns)  utilization, %
floorplan                  577          0.746               -
detailed placement         910         -0.424            25.0
global placement           910         -0.366            25.0
global route              1010         0.0487            27.7
finish                    1010          0.245            27.7
CTS                        950         0.0278            26.1
==> worst paths after layout <==
path,to
max,is_spike
min,is_spike
==> report_power, final <==
part | internal [mW] | switching, mW | total [mW]
combinational | 0.182 | 0.105 | 0.287
clock | 0 | 0 | 0
sequential | 0 | 0 | 0
total | 0.182 | 0.105 | 0.287
==> per-layer routing <==
metal	share of wire, %	up-vias	track usage, %
li1	-	290	-
met1	49	243	6.35
met2	40	16	5.97
met3	11	0	1.22
met4	0	0	0
met5	0	-	0
==> final cells by class <==
class / count / area (µm²)
Inverter: 12 / 45.0
Timing Repair Buffer: 32 / 293
Fill cell: 380 / 2630
Tap cell: 48 / 60.1
Multi-Input combinational cell: 57 / 609
==> layout by cell type (no fill, tap or decap), types with 3 or more instances in the layout <==
cell,instances
sky130_fd_sc_hd__clkbuf_2,3
sky130_fd_sc_hd__buf_4,8
sky130_fd_sc_hd__clkdlybuf4s50_1,16
sky130_fd_sc_hd__inv_1,9
sky130_fd_sc_hd__dlymetal6s2s_1,3
sky130_fd_sc_hd__nor2_1,3
sky130_fd_sc_hd__a21oi_1,3
sky130_fd_sc_hd__ha_1,10
sky130_fd_sc_hd__xnor2_2,3
sky130_fd_sc_hd__inv_2,3
sky130_fd_sc_hd__fa_1,5
sky130_fd_sc_hd__xnor2_1,6
sky130_fd_sc_hd__nand2_1,4
sky130_fd_sc_hd__a21o_1,4
==> logic make-up (layout without fill, tap and decap cells) <==
family / Yosys count / in the layout / share of synthesized area, %
AND-OR/OR-AND: 12 / 12 / 12.8
XOR/XNOR: 10 / 10 / 15.2
adder cells (fa/ha/maj): 18 / 18 / 45.6
buffers and inverters: 12 / 44 / 7.81
multiplexers: 2 / 2 / 4.34
AND/OR/NAND/NOR: 15 / 15 / 14.3
==> repair_timing <==
item | CTS | global route
setup endpoints to repair | 2 | 2
gates cloned | 0 | 0
buffers inserted | 4 | 1
resized | 13 | 26
endpoints found under the hold margin | 0 | 0
pin swaps | 18 | 15
Power and IR drop assume default switching activity.
